### /design/flow/run.sh
#!/bin/bash
# OpenROAD 26Q1-2900-gdf79404cd8, Yosys 0.63+post, stock flow scripts
make -C /OpenROAD-flow-scripts/flow DESIGN_CONFIG=/design/flow/config.mk WORK_HOME=/design/flow/orfs finish
### /design/flow/config.mk
export PLATFORM = sky130hd
export DESIGN_NAME = regFile
export DESIGN_NICKNAME = regFile
export VERILOG_FILES = /design/flow/design.v
export SDC_FILE = /design/flow/constraint.sdc
export NUM_CORES = 4
export LEC_CHECK = 1
export CORE_UTILIZATION = 40
### /design/flow/constraint.sdc
current_design regFile

set clk_period 10.8
set clk_io_pct 0.2

create_clock -name clk0 -period $clk_period [get_ports {clk}]

set non_clock_inputs [all_inputs -no_clocks]
set_input_delay [expr $clk_period * $clk_io_pct] -clock clk0 $non_clock_inputs
set_output_delay [expr $clk_period * $clk_io_pct] -clock clk0 [all_outputs]
### /design/flow/design.v
`timescale 1ns/1ps
module regFile (
    input   logic           clk,
    input   logic           rst_n,
    input   logic           we3,
    input   logic [4:0]     A1,
    input   logic [4:0]     A2,
    input   logic [4:0]     A3,
    input   logic [31:0]    WD3,
    output  logic [31:0]    RD1,
    output  logic [31:0]    RD2
);
    logic [31:0] Regs [31:0];
    assign RD1 = (A1 == 0) ? 32'b0 : Regs[A1];
    assign RD2 = (A2 == 0) ? 32'b0 : Regs[A2];
    always_ff @(posedge clk or negedge rst_n) begin
        if(!rst_n) begin
            integer i;
            for(i=0; i<32; i=i+1)
                Regs[i] <= 32'b0;
        end
        else if(we3 && (A3 != 0)) begin
            Regs[A3] <= WD3;
        end
    end
endmodule
==> Flow_metrics.wiki <==
=== Physical design figures ===
{| class="wikitable"
! Metric !! Value
|-
| Fraction of layout instances using a drive strength above 1 || 30.1%
|-
| Setup Buffers After CTS || 0
|-
| Synth unique cells || 72
|-
| Most frequent cells after synthesis || 1134 x nand3_1, 998 x mux2_2, 992 x dfrtp_1
|-
| Latest clock arrival within the worst-skew pair || 0.73 ns
|-
| Top post-synthesis cells by area || dfrtp_1 47%, mux2_2 21%, nand3_1 11%
|-
| Total wire length || 260000 µm
|-
| Yosys stat chip area || 53000 µm²
|-
| Minimum period implied by the final worst setup slack || 8.50 ns
|-
| Die outline width || 366 µm
|-
| Number of cells upsized or downsized after cts || 0
|-
| Upper clock frequency limit || 0.118 GHz
|-
| Total clock buffers created by CTS || 106
|-
| Slew HR || 14.3%
|-
| Number of optimization iterations in the first detailed-route pass || 7
|-
| Worst slack at placement || 2.49 ns
|-
| Clock Path Buffers || 3
|-
| WHS Path Cells || 1
|-
| YS warnings || 2
|-
| Post-DP HPWL || 152000 µm
|-
| Worst Reg2Reg Path Length in Cells || 1
|-
| Final setup slack of the worst path || 2.30 ns
|-
| Flip-flop and latch count after synthesis || 992
|-
| # IOs || 114
|-
| Sinks on Clock Net || 992
|-
| Max reg flops || 992
|-
| Cell count along the critical path || 10
|-
| Wire length per cell after detailed routing || 38.7 µm
|-
| Clock input transition at the sequential cells of the worst setup and hold paths || 0.06 ns
|-
| Clock tree from TritonCTS || built
|-
| Most common cell in the synthesized netlist || nand3_1
|-
| Avg Inst Size Synth || 10.6 µm²
|-
| Setup repair after global routing missed its margin || no
|-
| Cell type contributing the most total cell area after synthesis || dfrtp_1
|-
| Setup clock skew after layout || 0 ns
|-
| Cell chain of the critical path || buf_4 -> buf_12 -> nor3_2 -> buf_4 -> and2_1 -> buf_4 -> a21oi_1 -> and4_1 -> a31oi_1 -> clkdlybuf4s50_1
|-
| Final period utilization || 78.7%
|-
| Slowest CP cell || and2_1
|-
| Startpoint class of the critical path || input port
|-
| Remaining antenna violation count || 0
|-
| Combined global-route utilization of all metal layers || 39.7%
|-
| Top Registers || Regs x992
|-
| Final setup violation count || 0
|-
| Buffer and inverter count on the worst path || 5
|-
| Standby leakage power || 0.0253 µW
|-
| Flip-flop and latch area || 24800 µm²
|-
| Final Max Tran Viols || 0
|-
| Area growth from synthesis to layout || 12.7%
|-
| Filler cell count || 12200
|-
| Vias || 48300
|-
| Worst Max-Slew Pin Slew || 1.25 ns
|-
| Root cell of the clock tree || clkbuf_16
|-
| Number of cell rows || 133
|-
| Post-Synthesis Cell Area || 53000 µm²
|-
| Synth Seq Share || 46.9%
|-
| Maximum fanout encountered on the critical timing path || 50
|-
| Type of the worst min-delay path || flop to flop
|-
| Via density || 7.19
|-
| Mapped Cells || 4998
|-
| Height of the die || 366 µm
|-
| Count of endpoints failing hold in the final timing report || 0
|-
| Antenna violations before repair || 10
|-
| Total congestion overflow || 0
|-
| Hold buffers post-CTS || 0
|-
| Total die size || 134000 µm²
|-
| Count of input and output buffers || 113
|-
| Register with the most flip-flops || Regs
|-
| Worst ir drop on vdd || 0.122 mV
|-
| Maximum number of pins on one net before global-route repair || 121
|-
| Area leader share || 46.9%
|-
| Most repeated library cell on the critical path || buf_4
|-
| Number of maximum-capacitance violations || 0
|-
| Fp_density || 40.3%
|-
| Outcome || finished clean
|-
| Wire length of the first global-routing pass || 364000 µm
|-
| Cell family with the largest share of critical-path delay || buffers and inverters
|-
| Number of global-route vias before repair || 46800
|-
| Number of enable flip-flop cells || 0
|-
| Number of OpenROAD warnings || 46
|-
| Top FF cell, synth || dfrtp_1
|-
| Starting DRC count in detailed routing || 6473
|-
| Combinational gate area || 26000 µm²
|-
| Final Wtd Congestion || 1.06
|-
| Floorplan Core Area || 131000 µm²
|-
| Power per cell area || 179 nW/µm²
|-
| Async set-or-reset flop fraction in the synthesized netlist || 100%
|-
| Sum of negative setup slack || 0 ns
|-
| Data arrival at the endpoint of the critical path || 6.34 ns
|-
| Number of H-tree levels || 3
|-
| Critical path data required time || 8.64 ns
|-
| Critical path type || input port to output pin
|-
| Drc violations || 0
|-
| CP max stage delay || 0.82 ns
|-
| Critical Path Sink Type || output pin
|-
| Yosys cell count || 4998
|}
## cells in the final DEF (no fill, tap or decap), types with 20 or more instances in the layout
cell type / Yosys / final
clkdlybuf4s50_1: 0 / 105
nor4_1: 76 / 75
a22oi_1: 156 / 156
a221o_1: 29 / 29
a22o_1: 39 / 39
buf_4: 5 / 214
and4_1: 27 / 27
a31oi_1: 53 / 53
clkbuf_8: 0 / 23
a222oi_1: 20 / 20
and2_1: 23 / 23
a2111oi_0: 34 / 34
dfrtp_1: 992 / 992
clkbuf_16: 0 / 109
nand3_1: 1134 / 1132
and3_1: 132 / 130
mux2_2: 998 / 998
nand2_1: 57 / 43
nand4_1: 290 / 290
a21oi_1: 107 / 107
## path summary, 6_finish.rpt
| check | startpoint | endpoint | slack (ns) |
|---|---|---|---|
| setup / recovery | A1[0] | RD1[31] | 2.30 |
| min in group asynchronous | rst_n | Regs[16][12] | 1.41 |
| setup reg to reg | Regs[7][31] | Regs[7][31] | 9.89 |
| max in group asynchronous | rst_n | Regs[25][22] | 6.79 |
| hold reg to reg | Regs[16][15] | Regs[16][15] | 0.52 |
| hold / removal | Regs[16][15] | Regs[16][15] | 0.52 |
## through the flow
step	util (%)	cells	power (µW)	cell area (µm²)	hold WS [ns]
global placement	42.6	6514	6720	56000	0.505
detailed placement	42.6	6514	6750	56000	0.512
global route	45.4	6708	11000	59700	0.539
floorplan	-	4998	5890	53000	0.485
CTS	45.4	6705	10600	59700	0.525
finish	45.4	6720	10700	59700	0.524
## power breakdown
group | leakage, µW | total, µW | internal (µW) | switching (µW)
registers | 0.0127 | 5130 | 4440 | 690
clock network | 0.00181 | 3900 | 2300 | 1600
logic | 0.0108 | 1650 | 805 | 843
total | 0.0253 | 10700 | 7550 | 3130
## layout make-up
class | instances | share of cell area (%)
tap | 1755 | 3.68
clock buffer | 151 | 5.22
inverter | 2 | 0.0126
multi-input combinational | 3428 | 43.6
timing repair buffer | 337 | 4.92
sequential | 992 | 41.6
clock inverter | 40 | 0.924
antenna | 15 | 0.0629
## kinds of logic after synthesis
logic type	count (synthesis)	share of synthesized area, %
simple gates	1903	19.8
mux	1014	21.5
flops	992	46.9
buf+inv	578	4.73
compound gates	511	7.11
## routing by layer
metal | part of all wire, % | track usage (%) | vias up | routed length, µm
met5 | 0.043 | 0.499 | - | 113
met4 | 8.3 | 24.2 | 10 | 21400
met3 | 18 | 24.3 | 1212 | 45900
met2 | 39 | 51.5 | 4291 | 102000
met1 | 35 | 50.3 | 24100 | 90200
li1 | - | - | 18700 | -
Power is estimated from default activity; no workload was simulated.
