==> design/flow/design.v <==
module registerFile (
    input   logic           clk,
    input   logic           rst_n,
    input   logic           WE3,
    input   logic [4:0]     A1,
    input   logic [4:0]     A2,
    input   logic [4:0]     A3,
    input   logic [31:0]    WD3,
    output  logic [31:0]    RD1,
    output  logic [31:0]    RD2,
    );
    logic [31:0] Regs [31:0];  
    always_comb begin
        Regs[0] = 32'b0;  
        RD1 = Regs[A1];
        RD2 = Regs[A2];
    end
    always_ff @(posedge clk or negedge rst_n) begin
        if (!rst_n) begin
            integer i;
            for (i = 0; i < 32; i = i + 1) begin
                Regs[i] <= 32'b0;
            end
        end else if (WE3) begin
            Regs[A3] <= WD3;
        end
    end
endmodule
==> design/flow/run.sh <==
#!/bin/bash
# OpenROAD 26Q1-2900-gdf79404cd8, Yosys 0.63+post, stock flow scripts
make -C /OpenROAD-flow-scripts/flow DESIGN_CONFIG=/design/flow/config.mk WORK_HOME=/design/flow/orfs finish
==> design/flow/config.mk <==
export PLATFORM = sky130hd
export DESIGN_NAME = registerFile
export DESIGN_NICKNAME = registerFile
export VERILOG_FILES = /design/flow/design.v
export SDC_FILE = /design/flow/constraint.sdc
export NUM_CORES = 4
export LEC_CHECK = 1
export CORE_UTILIZATION = 50
==> design/flow/constraint.sdc <==
current_design registerFile

set clk_period 6.6
set clk_io_pct 0.2

create_clock -name clk0 -period $clk_period [get_ports {clk}]

set non_clock_inputs [all_inputs -no_clocks]
set_input_delay [expr $clk_period * $clk_io_pct] -clock clk0 $non_clock_inputs
set_output_delay [expr $clk_period * $clk_io_pct] -clock clk0 [all_outputs]
==> Changelog: implementation <==
### Changed

* Hold-fix buffers, CTS at 0
* Ys async rst share at 100%
* Worst Setup Start Kind: input pin
* Pin count of the biggest net entering global routing at about 120
* Final WL at between 200 and 250 mm
* Violation count after the first detailed-route iteration at 4970
* CTS resizes at 0
* Area grow syn2layout at 14.7%
* Leak at between 20 and 30 nW
* Drt drc at 0
* Die ar. at 103000 um^2
* Num rows at between 100 and 150
* Vias in the first global route at 42151
* Final min period at about 6500 ps
* Total power at between 15 and 20 mW
* FILL cells at around 8300
* Crit path max-delay cell type: and2_2
* Crit-path max cell delay at 850 ps
* CP required at 5280 ps
* Setup TNS at 0 ps
* Final Setup Violations at 0
* Cells after DPL at 5527
* Crit Path Class: input pin to primary output
* Final Hold Fails at 0
* Critical path buffer and inverter count at 4
* PD cells at between 200 and 300 nW/um^2
* Post-route ant nets at 0
* Syn Inst Count at approximately 4200
* Ys Warns at 2
* Clock Path Buffers at 3
* Fin util at between 50% and 60%
* Slew Limit Fails at 0
* Tool warnings at 37
* Pre-CTS WS at about 220 ps
* Worst Tran Pin Value at 1060 ps
* Worst Skew at 0 ps
* Share of cells above drive strength 1 at between 30% and 40%
* Setup Buffers After CTS at 0
* Avg WL per Cell at 42.5 um
* Via count at 42594
* Crit-path leading delay family: simple AND/OR/NAND/NOR gates
* Die width at 321 um
* Num CTS Buffers at 107
* DPL Wire Length at roughly 150 mm
* Top cell excl fill/tap: dfrtp_1
* Port Buf Inserts at 113
* Clock Latency Late Sink at 710 ps
* WP data arrival at 5150 ps
* Status: completed
* RSZ-0062 raised after global routing: no
* Non-filler cells, final at 5726
* Fmax achieved at 155 MHz
* Ys cells at 4241
* Clock transition at path regs at 60 ps
* CP max FO at 17
* Max-slew headroom at between 20 and 30%
* Vias/cell at 7.44
* Max Cap Violations at 0
* Global route overflow at 0
* CTS tree: done
* Synth unique cells at slightly below 60
* Top cells excl fill/tap: dfrtp_1 (992), mux2_2 (969), a22oi_1 (561)
* Biggest register: Regs
* Largest register FFs at a little under 1000
* Core outline area at 100000 um^2
* Chip height at ~320 um
* I/O pin count at 114
* Regs by FF count: Regs x992
* Root buffer selected by CTS: clkbuf_16
* H-Tree Level Count at 3
* First-pass GRT wire length at 337 mm
* Post-synth EDFFs at 0
* Seq share, synth at 48.9%
* Cell area after synthesis at a little over 50000 um^2
* Hold WC Path Type: flip-flop to flip-flop
* Final WS setup at 131 ps
* Initial antenna violation count at 11
* Drt first pass iters at 8
* Init Core Util at 50.6%
* CP Cell Sequence: clkdlybuf4s50_1 -> buf_4 -> nor2_4 -> and2_2 -> buf_4 -> a22oi_1 -> nand4_1 -> or4_1 -> clkdlybuf4s50_1
* IR drop worst, VDD at 238 uV
* Synthesized flop and latch total at 992
* Area reported by Yosys stat at around 51000 um^2
* Total track usage at 49.9%
* Commonest flop: dfrtp_1
* Critical Path End Type: primary output
* GP Congestion at ~1.1
* TritonCTS Sinks at 992
* Fin crit share at 98.0%
* Avg Synthesized Cell Area at 12.0 um^2
==> metrics by stage <==
step	hold WS (ps)	cell area, um^2
2_1_floorplan	478	50800
3_3_place_gp	494	54500
3_5_place_dp	499	54500
4_1_cts	513	58200
5_1_grt	528	58200
6_report	508	58200
==> report_power, final <==
group	total (mW)	switching [mW]	internal (mW)	leakage, nW
Clock	6.42	2.66	3.76	1.84
Combinational	2.46	1.13	1.34	12.2
Sequential	8.40	1.14	7.26	12.7
==> Yosys cell counts, types with 8 or more instances <==
library cell / number / area (um^2)
a32oi_1: 11 / 96.3
buf_2: 47 / 235
nor3_1: 11 / 55.1
a2111oi_0: 81 / 709
nand2_1: 72 / 270
nor2b_1: 11 / 68.8
mux2_1: 32 / 360
nand4_1: 102 / 638
nand3_1: 133 / 666
nand4b_1: 11 / 96.3
nor3b_1: 8 / 60.1
a2111oi_2: 29 / 435
mux2i_1: 27 / 270
a22oi_1: 561 / 4210
nand2b_1: 10 / 62.6
a2111oi_1: 11 / 110
buf_6: 20 / 225
o22ai_1: 20 / 125
a22o_1: 40 / 350
clkbuf_1: 343 / 1290
nor2_1: 29 / 109
and3_1: 385 / 2410
a222oi_1: 27 / 270
dfrtp_1: 992 / 24800
and4_1: 12 / 105
or4_1: 55 / 413
o2bb2ai_1: 12 / 105
nor4_1: 10 / 62.6
a221oi_1: 12 / 105
buf_1: 52 / 195
mux2_2: 969 / 10900
and2_1: 35 / 219
==> kinds of logic (layout without fill, tap and decap cells) <==
kind of cell / after synthesis / after routing / share of synthesized area [%]
AOI/OAI and AO/OA: 832 / 832 / 13.5
buffers and inverters: 472 / 596 / 3.97
DFF: 992 / 992 / 48.9
muxes: 1028 / 1028 / 22.7
other: 0 / 4 / 0
and+or+nand+nor: 917 / 917 / 10.9
==> final cells by class <==
| class | instances | area, um^2 | area share, % |
|---|---|---|---|
| Tap cell | 1357 | 1700 | 2.92 |
| Inverter | 2 | 7.51 | 0.0129 |
| Multi-Input combinational cell | 2777 | 24300 | 41.8 |
| Sequential cell | 992 | 24800 | 42.6 |
| Clock buffer | 154 | 3120 | 5.37 |
| Antenna cell | 4 | 10.0 | 0.0172 |
| Clock inverter | 41 | 593 | 1.02 |
| Timing Repair Buffer | 399 | 3640 | 6.25 |
==> final timing paths <==
check | from | to | slack, ps | cells after the start
setup / recovery | A1[4] | RD1[8] | 130 | 9
hold / removal | Regs[17][19] | Regs[17][19] | 510 | 1
setup reg to reg | Regs[2][27] | Regs[2][27] | 5710 | 1
hold reg to reg | Regs[17][19] | Regs[17][19] | 510 | 1
max in group asynchronous | rst_n | Regs[9][26] | 4200 | 3
min in group asynchronous | rst_n | Regs[10][22] | 560 | 1
==> layer usage <==
| metal | share of wire (%) | GRT usage [%] | up-vias | wire (um) |
|---|---|---|---|---|
| met5 | 0.080 | 0.898 | - | 196 |
| met4 | 7.4 | 26.4 | 14 | 17900 |
| met3 | 15 | 26.5 | 1021 | 37200 |
| met2 | 41 | 67.2 | 3340 | 100000 |
| met1 | 36 | 66.5 | 21737 | 87800 |
| li1 | - | - | 16482 | - |
Power and IR drop assume default switching activity.
