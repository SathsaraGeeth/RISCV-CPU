`design/flow/design.v`:
```
module alu64 (
    input  logic [63:0] A,
    input  logic [63:0] B,
    input  logic [3:0]  ALU_ctrl,
    output logic [63:0] Result
);
    localparam ADD  = 4'b0000;
    localparam SUB  = 4'b0001;
    localparam AND  = 4'b0010;
    localparam OR   = 4'b0011;
    localparam XOR  = 4'b0100;
    localparam SLL  = 4'b0101;
    localparam SRL  = 4'b0110;
    localparam SRA  = 4'b0111;
    localparam SLT  = 4'b1000;
    localparam SLTU = 4'b1001;
    always_comb begin
        case (ALU_ctrl)
            ADD:  Result = A + B;
            SUB:  Result = A - B;
            AND:  Result = A & B;
            OR:   Result = A | B;
            XOR:  Result = A ^ B;
            SLL:  Result = A << B[5:0];
            SRL:  Result = A >> B[5:0];
            SRA:  Result = $signed(A) >>> B[5:0];
            SLT:  Result = {63'b0, ($signed(A) < $signed(B))};
            SLTU: Result = {63'b0, (A < B)};
            default: Result = 64'b0;
        endcase
    end
endmodule
```
`design/flow/run.sh`:
```
#!/bin/bash
# OpenROAD 26Q1-2900-gdf79404cd8, Yosys 0.63+post, stock flow scripts
make -C /OpenROAD-flow-scripts/flow DESIGN_CONFIG=/design/flow/config.mk WORK_HOME=/design/flow/orfs finish
```
`design/flow/config.mk`:
```
export PLATFORM = sky130hd
export DESIGN_NAME = alu64
export DESIGN_NICKNAME = alu64
export VERILOG_FILES = /design/flow/design.v
export SDC_FILE = /design/flow/constraint.sdc
export NUM_CORES = 4
export LEC_CHECK = 1
export CORE_UTILIZATION = 50
```
`design/flow/constraint.sdc`:
```
current_design alu64

set clk_period 32.5
set clk_io_pct 0.2

create_clock -name clk0 -period $clk_period

set non_clock_inputs [all_inputs -no_clocks]
set_input_delay [expr $clk_period * $clk_io_pct] -clock clk0 $non_clock_inputs
set_output_delay [expr $clk_period * $clk_io_pct] -clock clk0 [all_outputs]
```
==> results.sh <==
# yosys + openroad results
export IMPL_fin_ws_ns=14.16
export IMPL_finalClockPeriodUsage=0.564
export IMPL_core_region_area_um2=37800
export IMPL_yosysSeqAreaShare=0
export IMPL_ant_nets=0
export IMPL_worstPathRequired_ns=26.00
export IMPL_crit_top_cell="o21ai_1"
export IMPL_overflow=0
export IMPL_crit_type="in -> out"
export IMPL_rsz0062_at_grt="no"
export IMPL_fp_utilization=0.510
export IMPL_p_per_area_nw_per_um2=20.2
export IMPL_grt_pass1_vias=22590
export IMPL_slowest_delay_ns=0.60
export IMPL_topCellsByArea="mux4_2, ha_1, nor2_1"
export IMPL_grt_first_pass_wirelength_mm=151
export IMPL_die_w_um=198
export IMPL_chipArea_um2=39300
export IMPL_slew_viol_final=0
export IMPL_cts_hold_buf=0
export IMPL_finalHoldViolCount=0
export IMPL_period_minus_slack_ns=18.34
export IMPL_synth_cells=2793
export IMPL_dp_hpwl_mm=82.7
export IMPL_netlist_area_um2=19200
export IMPL_via_per_inst=7.39
export IMPL_io_pins=196
export IMPL_yosysMostFrequentCell="nor2_1"
export IMPL_antenna_found_initial=10
export IMPL_holdPathEnd="Result[2]"
export IMPL_first_iter_violations=3987
export IMPL_ff_count=0
export IMPL_peakVddDrop_uv=11.7
export IMPL_setup_viol=0
export IMPL_remaining_drc_errors=0
export IMPL_gp_congestion=1.21
export IMPL_common_cells="nor2_1, a21oi_1, inv_1, nand2_1, ha_1"
export IMPL_cts_resized=0
export IMPL_ys_cells=2793
export IMPL_final_seq_area_um2=0
export IMPL_cp_arrival_ns=11.84
export IMPL_row_count=71
export IMPL_grtUsageTotal=0.541
export IMPL_port_buffer_count=196
export IMPL_post_cts_buffers=0
export IMPL_nFillCells=3541
export IMPL_worst_path_buf_inv=3
export IMPL_top_area_cell="mux4_2"
export IMPL_clkbuf_count=0
export IMPL_syn_avg_cell_area_um2=6.89
export IMPL_hold_depth=4
export IMPL_grt_max_degree=71
export IMPL_whs_ns=13.99
export IMPL_power_mw=0.431
export IMPL_cpMaxStageDelayCell="a311oi_2"
export IMPL_cp_top_family="AND-OR/OR-AND gates"
export IMPL_yosysWarnings=1
export IMPL_syn_to_final_growth_pct=10.7
export IMPL_hp_class="in -> out"
export IMPL_path_cells="buf_4 > inv_4 > ha_1 > nor3_1 > o31ai_1 > nand3_1 > a311oi_2 > o211ai_1 > o21ai_1 > a21oi_1 > o21ai_1 > o21ai_0 > xnor2_1 > o221ai_1 > clkdlybuf4s50_1"
export IMPL_tightest_slew_ns=1.07
export IMPL_setup_tns_ns=0
export IMPL_drtPass1Iterations=11
export IMPL_drt_total_wl_mm=105
export IMPL_maxSlewHeadroom=0.276
export IMPL_warnings=164
export IMPL_final_area_um2=21300
export IMPL_yosys_cell_types_count=90
export IMPL_maxCapViolCount=0
export IMPL_wl_per_cell_um=31.5
export IMPL_die_y_um=198
export IMPL_cp_max_fo=60
export IMPL_ys_chip_area_um2=19200
export IMPL_status="finished clean"
export IMPL_endpoint_kind="primary output"
export IMPL_vias=24725
export IMPL_place_area_um2=21300
export IMPL_fin_cells=3345
export IMPL_fmax_mhz=54.5
export IMPL_drive_above_1_share=0.0859
export IMPL_p_leak_nw=8.52
export IMPL_synth_top_cell_area_share=0.158
export IMPL_placedCellCount=3339
export IMPL_logic_area_um2=17500
export IMPL_hp_start="B[5]"
export IMPL_finish_utilization=0.564
export IMPL_place_ws_ns=14.53
export IMPL_start_kind="input port"
where the power goes:
part	switching (mW)	internal (mW)
Clock	0	0.0000000115
Combinational	0.274	0.158
Sequential	0	0
Total	0.274	0.158
cells in the final DEF, fill, tap and decap left out, types with 28 or more instances in the layout:
cell type | netlist | layout
o21ai_0 | 187 | 187
a21oi_1 | 287 | 287
o221ai_1 | 39 | 39
mux2i_1 | 105 | 105
nor2_1 | 398 | 398
mux4_2 | 135 | 135
nand2_1 | 203 | 203
a211oi_1 | 42 | 42
o211ai_1 | 58 | 58
ha_1 | 195 | 195
a221oi_1 | 30 | 30
o21bai_1 | 38 | 38
o21ai_1 | 40 | 40
xnor2_1 | 42 | 42
inv_1 | 203 | 200
nor4_1 | 28 | 28
nand3_1 | 55 | 55
buf_4 | 6 | 61
nor3_1 | 60 | 60
clkdlybuf4s50_1 | 0 | 189
per-layer routing:
metal  vias to the layer above  part of all wire  global-route usage
met1                     11449              0.37               0.700
met4                        26             0.061               0.239
li1                      10501                 -                   -
met5                         -            0.0072               0.140
met2                      2285              0.39               0.716
met3                       464              0.18               0.302
how the worst max path moves through the flow:
stage                 startpoint         end  depth (start not counted)
final                       B[3]  Result[52]                         15
after CTS                   B[3]  Result[52]                         15
after global routing        B[3]  Result[52]                         15
layout make-up:
cell class / count / area share
multi-input combinational: 2368 / 0.821
timing repair buffer: 252 / 0.111
inverter: 208 / 0.0369
tap: 511 / 0.0300
antenna: 6 / 0.000705
logic make-up after synthesis:
kind of cell,count (synthesis),share of synthesized area
AOI/OAI and AO/OA,980,0.330
buffers and inverters,425,0.0909
xor gates and xnor gates,48,0.0219
adders and majority gates,197,0.129
and+or+nand+nor,888,0.206
muxes,255,0.222
Power figures rest on the tool's default switching activity, not on a simulated workload.
